===== /design/flow/design.v =====
module wraperOutput(input [15:0] z, input clk, rst, ready, gdata, gacc, gnte, output reg brdy, reqe, obe, grdy, output reg[7:0] outbus );
  reg initDreq, initFreg, ldDreg, ldFreg, incCnt, initialCnt, cntCarry, cntOut;
  reg [7:0] regFout, regDout, outSelect;
  always @(posedge clk, posedge rst)begin
    if(rst) regDout <= 8'b0;
    else if(initDreq) regDout <= 8'b0;
    else if(ldDreg) regDout <= z[15:8];
  end
  always @(posedge clk, posedge rst)begin
    if(rst) regFout <= 8'b0;
    else if(initFreg) regFout <= 8'b0;
    else if(ldFreg) regFout <= z[7:0];
  end
  always @(posedge clk, posedge rst)begin
    if(rst) cntOut <= 1'b0;
    else if(initialCnt) cntOut <= 1'b0;
    else if(incCnt) cntOut <= cntOut + 1;
  end
  always@(cntOut, incCnt)begin
    cntCarry = cntOut & incCnt;
  end
  always@(cntOut,regFout, regDout)begin
    outSelect = cntOut ? regFout : regDout;
  end
  always@(gnte,outSelect)begin
    outbus = gnte ? outSelect : 8'bz;
  end
  parameter [2:0] idle = 3'b000, load = 3'b001, Brdy = 3'b010, waitfordata = 3'b011,
                  waitforaccept = 3'b100, nextdata = 3'b101;
  reg [2:0] ns, ps;
  always @(ps, gdata, gnte, gacc, cntCarry,ready)begin
    {initFreg, initDreq, ldDreg, ldFreg, brdy, reqe, obe, grdy, initialCnt, incCnt} = 10'b0;
    case(ps)
    idle:begin
      ns = ready ? load : idle;
      obe = 1'b1; initialCnt = 1'b1;
    end
    load:begin
      ns = Brdy;
      ldDreg = 1'b1; ldFreg = 1'b1;
    end
    Brdy:begin
      ns = gdata ? waitfordata : Brdy;
      brdy = 1'b1;
    end
    waitfordata:begin
      ns = gnte ? waitforaccept : waitfordata;
      reqe = 1'b1; grdy = 1'b1;
    end
    waitforaccept:begin
      ns = gacc ? nextdata : waitforaccept;
      reqe = 1'b1;
    end
    nextdata:begin
      ns = cntCarry ? idle : waitforaccept;
      incCnt = 1'b1; reqe = 1'b1;
    end
  endcase
  end
  always @(posedge clk, posedge rst)begin
    if(rst) ps <= idle;
    else ps <=ns;
    end
 endmodule

===== /design/flow/run.sh =====
#!/bin/bash
# OpenROAD 26Q1-2900-gdf79404cd8, Yosys 0.63+post, stock flow scripts
make -C /OpenROAD-flow-scripts/flow DESIGN_CONFIG=/design/flow/config.mk WORK_HOME=/design/flow/orfs finish

===== /design/flow/config.mk =====
export PLATFORM = sky130hd
export DESIGN_NAME = wraperOutput
export DESIGN_NICKNAME = wraperOutput
export VERILOG_FILES = /design/flow/design.v
export SDC_FILE = /design/flow/constraint.sdc
export NUM_CORES = 4
export LEC_CHECK = 1
export CORE_AREA = 10 10 98 98
export DIE_AREA = 0 0 108 108

===== /design/flow/constraint.sdc =====
current_design wraperOutput

set clk_period 3.5
set clk_io_pct 0.2

create_clock -name clk0 -period $clk_period [get_ports {clk}]

set non_clock_inputs [all_inputs -no_clocks]
set_input_delay [expr $clk_period * $clk_io_pct] -clock clk0 $non_clock_inputs
set_output_delay [expr $clk_period * $clk_io_pct] -clock clk0 [all_outputs]

==> impl_metrics.toml <==
# generated from flow reports
[status]
status = "finished clean"

[flow_run]
tool_warnings = 25
cap_violations = 0

[timing]
rsz0062_at_grt = "false"
hold_viol_final = 0
untimed_endpoints = 6
tns_ps = 0
unclocked_regs = 3
max_clock_freq_mhz = 411
slew_headroom_pct = 68.8
skew_ps = 5.89
fin_crit_sh_pct = 69.5
fin_crit_ps = 2430
tightest_slew_ps = 469
setup_viol = 0
final_max_slew_viol_count = 0

[routing]
via_per_inst = 3.10
num_vias = 650
diodes = 0
drc = 0
drtIter0Drc = 12
avgRoutedWirePerCell_um = 11.8
dr.pass1.iters = 2
ant_nets = 0
routed_wl_um = 2480

[setup_path]
critPathKind = "flip-flop to output port"
crit_buf_inv = 2
cp.arrival_ps = 1730
worstPathRequired_ps = 2800
start_kind = "flip-flop"
timing.rr.start = "ps[0]$_DFF_PP0_"
crit_path_cell_trace = "inv_1 > and3_1 > nand2b_1 > clkdlybuf4s50_1"
critPathMaxStageDelay_ps = 550
cp_max_fo = 9
cp_top_family = "buffers and inverters"
end_kind = "output port"
cp-startpoint = "ps[2]$_DFF_PP0_"
crit_slowest_cell = "dfrtp_1"

[power_and_ir_drop]
power_density_nw_per_um2 = 295
static-leakage-power_nw = 0.614
irDropWorstVdd_mv = 0.124

[clocking]
post_cts_resized = 0
clkLatencyLatePin_ps = 250
cts_root_buf = "clkbuf_8"
cts-buffers-inserted = 3
clk_pin_slew_ps = 70
clock_path_buffers = 2
h-tree-depth = 1
cts_hold_buf = 0
cts_setup_buffers = 0
cts_tree = "yes"

[grt]
grtUsageTotal_pct = 4.17
grt_pass1_vias = 666
grt_pass1_wl_um = 3820
grt_max_degree = 21
grt_antenna_before_repair = 0
overflow = 0

[synth]
ys_cells = 75
syn_area_um2 = 1050
ys.flops = 23
yosysUniqueCellTypes = 24
ys_warn_count = 2
ys_chip_area_um2 = 1050
avgSynthCellArea_um2 = 14.1
syn_inst = 75

[layout]
drive_above_1_share_pct = 29.6
area_growth_pct = 44.5
finalNonFillerCells = 210

[die]
fp-utilization_pct = 13.8
dieHeight_um = 108
rows = 32
die_x_um = 108
io_pins = 34
dieArea_um2 = 11700
core_area_um2 = 7650

[place]
hpwl_um = 1850
portBuffers = 33
routabilityCongestion = 0.730
place_inst = 207

[min_path]
hp-class = "flip-flop to flip-flop"
hp-start = "regFout[3]$_DFFE_PP0N_"
-- final cells by class --
cell class	instances	area, um2
inverter	4	17.5
clock buffer	3	41.3
sequential	23	546
timing repair buffer	35	345
multi-input combinational	43	447
tap	102	128
fill	814	6120
-- Yosys cell counts, drive strengths merged --
master	n	share of area [%]
o32ai	1	0.83
mux2i	1	0.95
o21ai	2	0.95
inv	4	1.7
mux2	25	30
a31oi	1	0.59
dfrtp	20	47
nor3	2	2.0
a21oi	2	0.95
and3	2	1.2
a41o	1	0.95
dlxtn	3	4.3
o22ai	1	0.59
and2	1	0.59
nand2b	2	1.2
clkbuf	1	0.36
nor2b	1	0.59
buf	4	3.9
a211oi	1	0.71
-- cells by family after synthesis --
logic type             share of synthesized area, %
flip-flops                                     47.4
buffers and inverters                          5.93
multiplexers                                   31.2
AND/OR/NAND/NOR                                5.58
AND-OR/OR-AND                                  5.58
latches                                        4.27
-- placed cells by master, fill, tap and decap left out, drive strengths merged --
cell type	count
o22ai	1
nor2b	1
a41o	1
a21oi	2
inv	4
mux2i	1
and2	1
a211oi	1
dlxtn	3
and3	2
dfrtp	20
a31oi	1
mux2	25
o21ai	2
nand2b	2
nor3	2
clkdlybuf4s50	33
o32ai	1
clkbuf	3
buf	2
-- stage by stage --
step	instance area (um2)	setup slack (ps)	total power, mW	util [%]	hold WS [ps]
after floorplan	1050	1950	0.269	-	475
after global placement	1480	1340	0.309	19.4	486
after detailed placement	1480	1330	0.309	19.4	492
after CTS	1520	1030	0.465	19.9	510
after global routing	1520	951	0.480	19.9	515
final	1520	1070	0.450	19.9	503
-- flip-flops by register name, indices dropped and copies added (netlist names) --
name and count:
ps 3, regDout 8, cntOut 1, ns 3, regFout 8
-- routing by layer --
metal	track usage [%]	up-vias	share of wire, %	wire [um]
met5	0	-	0	0
met4	0.191	0	0.32	8
met3	2.23	2	11	277
met2	5.78	26	42	1030
met1	5.90	287	47	1160
li1	-	335	-	-
-- worst paths after layout --
kind | endpoint | slack (ps) | cells past startpoint
max | reqe | 1070 | 4
min | regFout[3]$_DFFE_PP0N_ | 500 | 1
max reg2reg | regFout[3]$_DFFE_PP0N_ | 1720 | 4
min reg2reg | regFout[3]$_DFFE_PP0N_ | 500 | 1
max in group asynchronous | regFout[4]$_DFFE_PP0N_ | 2500 | 3
min in group asynchronous | regFout[0]$_DFFE_PP0N_ | 780 | 3
-- report_power, final --
group	internal, mW	total [mW]	switching [mW]	leakage [nW]
registers	0.241	0.246	0.00482	0.263
logic	0.0441	0.0574	0.0134	0.329
clock network	0.0765	0.147	0.0706	0.0216
No activity file was given, so power comes from the tool's default toggle rates.
